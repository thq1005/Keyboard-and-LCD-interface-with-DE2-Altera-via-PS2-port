==> /design/flow/design.v <==
module controller(input clk,
                  input lcd_busy,
                  input internal_reset,
                  input [7:0]d_i,
                  output reg data_ready);
reg r = 0;              
always@(posedge clk) begin
  if(internal_reset)begin
    data_ready<=1'b0;
    r <= 0;
  end
  if (lcd_busy == 1)
    data_ready <= 0;
  if (!lcd_busy && d_i == 8'hF0)
    r <= 1;
  if (r == 1 && d_i != 8'hF0) begin
    data_ready <= 1;  
    r <= 0;  
  end
end
endmodule 
module keyboard (input clk,
					  input ps2_data,
					  input ps2_clk,
					  output reg [7:0] data_o);
parameter idle    = 2'b01;
parameter receive = 2'b10;
parameter ready   = 2'b11;
reg [1:0]  state = idle;
reg [15:0] rxtimeout = 16'b0000000000000000;
reg [10:0] rxregister = 11'b11111111111;
reg [1:0]  clksr = 2'b11;
reg [7:0]  rxdata = 8'b00000000; 
reg datafetched = 0;
always @(posedge clk) begin
	if(datafetched==1)
		data_o <= rxdata;
end
always @(posedge clk) begin
	rxtimeout <= rxtimeout + 1;
	clksr <= {clksr[0], ps2_clk};
	if (clksr==2'b10)
		rxregister <= {ps2_data,rxregister[10:1]};
	case (state)
		idle:
		begin
			rxregister <= 11'b11111111111;
			rxtimeout  <= 16'b0000000000000000;
			if(ps2_data==0 && clksr[1]==1)
			begin 
				state <= receive;
			end
		end
		receive:
		begin
      if(rxtimeout==50000)
        state<=idle;
      else if(rxregister[0]==0)
			begin
			  rxdata<=rxregister[8:1];
			  state<=ready;
			  datafetched<=1;
			end
		end
		ready: 
		begin
			if(datafetched==1)
			begin
				state     <=idle;
			end  
		end  
		endcase
end
endmodule 
module lcd(
  clock,
  internal_reset,
  d_in,
  data_ready,
  rs,
  e,
  d,
  busy_flag
);
parameter CLK_FREQ = 100000000;
parameter integer D_50ns  = 0.000000050 * CLK_FREQ;
parameter integer D_250ns = 0.000000250 * CLK_FREQ;
parameter integer D_40us  = 0.000040000 * CLK_FREQ;
parameter integer D_60us  = 0.000060000 * CLK_FREQ;
parameter integer D_200us = 0.000200000 * CLK_FREQ;
parameter integer D_2ms   = 0.002000000 * CLK_FREQ;
parameter integer D_5ms   = 0.005000000 * CLK_FREQ;
parameter integer D_100ms = 0.100000000 * CLK_FREQ;
parameter STATE00 = 5'b00000;
parameter STATE01 = 5'b00001;
parameter STATE02 = 5'b00010;
parameter STATE03 = 5'b00011;
parameter STATE04 = 5'b00100;
parameter STATE05 = 5'b00101;
parameter STATE06 = 5'b00110;
parameter STATE07 = 5'b00111;
parameter STATE08 = 5'b01000;
parameter STATE09 = 5'b01001;
parameter STATE10 = 5'b01010;
parameter STATE11 = 5'b01011;
parameter STATE12 = 5'b01100;
parameter STATE13 = 5'b01101;
parameter STATE14 = 5'b01110;
parameter STATE15 = 5'b01111;
parameter STATE16 = 5'b10000;
parameter STATE17 = 5'b10001;
parameter STATE18 = 5'b10010;
parameter STATE19 = 5'b10011;
parameter STATE20 = 5'b10100;
parameter STATE21 = 5'b10101;
parameter STATE22 = 5'b10110;
parameter STATE23 = 5'b10111;
parameter STATE24 = 5'b11000;
parameter STATE25 = 5'b11001;
input clock;
input internal_reset;
input [8:0] d_in;
input data_ready;
output rs;
output e;
output [7:0] d;
output busy_flag;
reg rs = 1'b0;
reg e = 1'b0;
reg [7:0] d = 8'b00000000;
reg busy_flag = 1'b0;
reg [4:0] state = 5'b00000;
reg start = 1'b0;
reg [23:0] count = 24'h000000;
reg counter_clear = 1'b0;
reg flag_50ns  = 1'b0;
reg flag_250ns = 1'b0;
reg flag_40us  = 1'b0;
reg flag_60us  = 1'b0;
reg flag_200us = 1'b0;
reg flag_2ms   = 1'b0;
reg flag_5ms   = 1'b0;
reg flag_100ms = 1'b0;
always @(posedge clock) begin
  if (data_ready) begin
    start <= 1'b1;
  end
  if (internal_reset) begin
    state <= 5'b00000;
    counter_clear <= 1'b1;
    start <= 1'b0;
    busy_flag <= 1'b0;
  end
  if (counter_clear) begin
    count <= 24'h000000;
    counter_clear <= 1'b0;  
    flag_50ns  <= 1'b0;
    flag_250ns <= 1'b0;
    flag_40us  <= 1'b0;
    flag_60us  <= 1'b0;
    flag_200us <= 1'b0;
    flag_2ms   <= 1'b0;
    flag_5ms   <= 1'b0;
    flag_100ms <= 1'b0;
  end
  if (!counter_clear) begin
    count <= count + 1;
    if (count == D_50ns) begin
      flag_50ns  <= 1'b1;
    end
    if (count == D_250ns) begin
      flag_250ns <= 1'b1;
    end
    if (count == D_40us) begin
      flag_40us  <= 1'b1;
    end
    if (count == D_60us) begin
      flag_60us  <= 1'b1;
    end
    if (count == D_200us) begin
      flag_200us <= 1'b1;
    end
    if (count == D_2ms) begin
      flag_2ms   <= 1'b1;
    end
    if (count == D_5ms) begin
      flag_5ms   <= 1'b1;
    end
    if (count == D_100ms) begin
      flag_100ms <= 1'b1;
    end
  end
case (state)
  STATE00: begin                        
    busy_flag <= 1'b1;                   
    if (flag_100ms) begin                
      rs <= 1'b0;                        
      d  <= 8'b00110000;                 
      counter_clear <= 1'b1;             
      state <= STATE01;                  
    end
  end
  STATE01: begin                        
    if (flag_50ns) begin                 
      e <= 1'b1;                         
      counter_clear <= 1'b1;             
      state <= STATE02;                  
    end
  end
  STATE02: begin                         
    if (flag_250ns) begin                
      e <= 1'b0;                         
      counter_clear <= 1'b1;             
      state <= STATE03;                  
    end
  end
  STATE03: begin
    if (flag_5ms) begin                  
      e <= 1'b1;                         
      counter_clear <= 1'b1;             
      state <= STATE04;                  
    end
  end
  STATE04: begin
    if (flag_250ns) begin                
      e <= 1'b0;                         
      counter_clear <= 1'b1;             
      state <= STATE05;                  
    end
  end
  STATE05: begin
    if (flag_200us) begin 
      e <= 1'b1;                           
      counter_clear <= 1'b1;
      state <= STATE06;
      end
    end
  STATE06: begin
    if (flag_250ns) begin
      e <= 1'b0;      
      counter_clear <= 1'b1;
      state <= STATE07;                          
    end
  end
  STATE07: begin
    if (flag_200us) begin
      d  <= 8'b00111000;                 
      counter_clear <= 1'b1;
      state <= STATE08;
    end
  end
  STATE08: begin                        
    if (flag_50ns) begin 
      e <= 1'b1; 
      counter_clear <= 1'b1; 
      state <= STATE09;
    end
  end
  STATE09: begin                        
    if (flag_250ns) begin
      e <= 1'b0; 
      counter_clear <= 1'b1; 
      state <= STATE10;
    end
  end
  STATE10: begin
    if (flag_60us) begin
      d  <= 8'b00001000;                 
      counter_clear <= 1'b1;
      state <= STATE11;
    end
  end
  STATE11: begin                        
    if (flag_50ns) begin 
      e <= 1'b1;                       
      counter_clear <= 1'b1;
      state <= STATE12;
    end
  end
  STATE12: begin                        
    if (flag_250ns) begin
      e <= 1'b0;
      counter_clear <= 1'b1;
      state <= STATE13;
    end
  end
  STATE13: begin
    if (flag_60us) begin
      d  <= 8'b00000001;                 
      counter_clear <= 1'b1;
      state <= STATE14;
     end
  end
  STATE14: begin                        
    if (flag_50ns) begin
      e <= 1'b1;
      counter_clear <= 1'b1;
      state <= STATE15;   
    end
  end
  STATE15: begin                        
    if (flag_250ns) begin
      e <= 1'b0;
      counter_clear <= 1'b1;
      state <= STATE16;     
    end
  end
  STATE16: begin
    if (flag_5ms) begin                  
      d  <= 8'b00000110;                 
      counter_clear <= 1'b1;
      state <= STATE17;
     end
  end
  STATE17: begin                        
    if (flag_50ns) begin
      e <= 1'b1;   
      counter_clear <= 1'b1;
      state <= STATE18;
    end
  end
  STATE18: begin                        
    if (flag_250ns) begin 
      e <= 1'b0;  
      counter_clear <= 1'b1;
      state <= STATE19;    
    end
  end
  STATE19: begin
    if (flag_60us) begin
      d  <= 8'b00001100;                 
      counter_clear <= 1'b1;
      state <= STATE20;
    end
  end
  STATE20: begin                        
    if (flag_50ns) begin
      e <= 1'b1;
      counter_clear <= 1'b1;
      state <= STATE21;
    end
  end
  STATE21: begin                        
    if (flag_250ns) begin
      e <= 1'b0;
      counter_clear <= 1'b1;
      state <= STATE22;
    end
  end
  STATE22: begin
    if (flag_60us) begin
      busy_flag <= 1'b0;                 
      counter_clear <= 1'b1;
      state <= STATE23;  
    end
  end
  STATE23: begin
    if (start && !busy_flag) begin       
      start <= 1'b0;                     
      counter_clear <= 1'b1;
      rs <= d_in[8];                     
      d  <= d_in[7:0];                   
      busy_flag <= 1'b1;                 
      end  
    else if (flag_50ns && busy_flag) begin    
       counter_clear <= 1'b1;            
       state <= STATE24;                 
       end
  end
  STATE24: begin   
    if (counter_clear) begin             
      e <= 1'b1;                         
    end
    else if (flag_250ns) begin           
      counter_clear <= 1'b1;             
      state <= STATE25;                  
    end
  end
  STATE25: begin
    if (counter_clear) begin             
      e <= 1'b0;                         
    end
    else if (flag_40us == 1'b1 && rs == 1'b1) begin   
      busy_flag <= 1'b0;                 
      counter_clear <= 1'b1;             
      state <= STATE23;                  
    end
    else if (flag_2ms == 1'b1 && rs == 1'b0) begin  
      busy_flag <= 1'b0;                 
      counter_clear <= 1'b1;             
      state <= STATE23;                  
    end
  end
  default: ;
endcase
end
endmodule
module ps2_to_ascii(
    input [7:0] ps2_code,
    output reg [7:0] lcd_dbOut,
    output reg rsOut
);
always@* begin
    case (ps2_code)
        8'h5A : rsOut = 1'b0;  
        default : rsOut = 1'b1;
    endcase
end
always@* begin
    case(ps2_code)
        8'h1C : lcd_dbOut = 8'h61;  
        8'h32 : lcd_dbOut = 8'h62;  
        8'h21 : lcd_dbOut = 8'h63;  
        8'h23 : lcd_dbOut = 8'h64;  
        8'h24 : lcd_dbOut = 8'h65;  
        8'h2B : lcd_dbOut = 8'h66;  
        8'h34 : lcd_dbOut = 8'h67;  
        8'h33 : lcd_dbOut = 8'h68;  
        8'h43 : lcd_dbOut = 8'h69;  
        8'h3B : lcd_dbOut = 8'h6A;  
        8'h42 : lcd_dbOut = 8'h6B;  
        8'h4B : lcd_dbOut = 8'h6C;  
        8'h3A : lcd_dbOut = 8'h6D;  
        8'h31 : lcd_dbOut = 8'h6E;  
        8'h44 : lcd_dbOut = 8'h6F;  
        8'h4D : lcd_dbOut = 8'h70;  
        8'h15 : lcd_dbOut = 8'h71;  
        8'h2D : lcd_dbOut = 8'h72;  
        8'h1B : lcd_dbOut = 8'h73;  
        8'h2C : lcd_dbOut = 8'h74;  
        8'h3C : lcd_dbOut = 8'h75;  
        8'h2A : lcd_dbOut = 8'h76;  
        8'h1D : lcd_dbOut = 8'h77;  
        8'h22 : lcd_dbOut = 8'h78;  
        8'h35 : lcd_dbOut = 8'h79;  
        8'h1A : lcd_dbOut = 8'h7A;  
        8'h45 : lcd_dbOut = 8'h30;  
        8'h16 : lcd_dbOut = 8'h31;  
        8'h1E : lcd_dbOut = 8'h32;  
        8'h26 : lcd_dbOut = 8'h33;  
        8'h25 : lcd_dbOut = 8'h34;  
        8'h2E : lcd_dbOut = 8'h35;  
        8'h36 : lcd_dbOut = 8'h36;  
        8'h3D : lcd_dbOut = 8'h37;  
        8'h3E : lcd_dbOut = 8'h38;  
        8'h46 : lcd_dbOut = 8'h39;  
        8'h5A : lcd_dbOut = 8'hC0;  
        8'h29 : lcd_dbOut = 8'h20;  
        8'hF0 : lcd_dbOut = 8'hF0;  
        default : lcd_dbOut = 8'hF0;
    endcase
end
endmodule
module top(input clk,
           input ps2_clk,
           input ps2_data,
           input internal_reset_lcd,
           output rs,
           output e,
           output [7:0] d
           );
wire [7:0]d_i_p2a;
wire [8:0]d_i_lcd;
wire data_ready;
wire busy_flag;
keyboard kb(clk,ps2_data,ps2_clk,d_i_p2a);
ps2_to_ascii p2a(d_i_p2a,d_i_lcd[7:0],d_i_lcd[8]);
lcd l(clk,internal_reset_lcd,d_i_lcd,data_ready,rs,e,d,busy_flag);
controller ctl(clk,busy_flag,internal_reset_lcd,data_ready);
endmodule
==> /design/flow/run.sh <==
#!/bin/bash
# OpenROAD 26Q1-2900-gdf79404cd8, Yosys 0.63+post, stock flow scripts
make -C /OpenROAD-flow-scripts/flow DESIGN_CONFIG=/design/flow/config.mk WORK_HOME=/design/flow/orfs finish
==> /design/flow/config.mk <==
export PLATFORM = sky130hd
export DESIGN_NAME = top
export DESIGN_NICKNAME = top
export VERILOG_FILES = /design/flow/design.v
export SDC_FILE = /design/flow/constraint.sdc
export NUM_CORES = 4
export LEC_CHECK = 1
export CORE_UTILIZATION = 30
==> /design/flow/constraint.sdc <==
current_design top

set clk_period 3.5
set clk_io_pct 0.2

create_clock -name clk0 -period $clk_period [get_ports {clk}]

set non_clock_inputs [all_inputs -no_clocks]
set_input_delay [expr $clk_period * $clk_io_pct] -clock clk0 $non_clock_inputs
set_output_delay [expr $clk_period * $clk_io_pct] -clock clk0 [all_outputs]
==> ci_impl_report.md <==
### Yosys + OpenROAD results

| Metric | Value |
|---|---|
| Fin area | 0.00676 mm2 |
| Ys async rst share | 0% |
| Area delta synth->final | 10.8% |
| Width of the die | 145 um |
| H-Tree Level Count | 3 |
| Ant diodes | 0 |
| Rows | 51 |
| Cell Type Count | 80 |
| P per Cell Area | 480 mW/mm2 |
| Clk root buf | clkbuf_16 |
| Top_reg_cell synth | dfxtp_1 |
| Total grt overflow | 0 |
| Via count | 5672 |
| Vias in the first global route | 5184 |
| IO buf count | 13 |
| Latency at later pin | 0.36 ns |
| Final hold violations | 0 |
| Setup Viol. Count Final | 0 |
| Largest cells by area | dfxtp_1 (23%), edfxtp_1 (14%), nor2_1 (6.1%) |
| Number of placed I/O pins | 14 |
| DRC | 0 |
| FMAX | 0.374 GHz |
| Cell type with the largest total area after synthesis | dfxtp_1 |
| Max Cap Violations | 0 |
| CP Capture Type | flip-flop |
| Cts hold-fix bufs | 0 |
| EDFF count, synth | 29 |
| Status | finished, final reports clean |
| Clock sinks | 98 |
| Synth Area per Inst | 7.94 um2 |
| Share of layout cells above drive strength 1 | 6.85% |
| Fin. max-slew vios | 0 |
| Die height | 145 um |
| Largest net degree at the start of global routing | 36 |
| Required @ worst endpoint | 3.75 ns |
| Chip area | 0.0209 mm2 |
| Worst hold path class | flip-flop to flip-flop |
| Yosys cell count | 769 |
| CTS clk-pin slew, worst paths | 0.08 ns |
| Yosys warnings | 14 |
| Min Tclk post-route | 2.67 ns |
| Worst EP arrival | 2.93 ns |
| Clock Tree Buf Depth | 2 |
| Sequential share of the synthesized area | 36.9% |
| Final WL | 16200 um |
| Top post-synthesis cells by count | nor2_1 (99), nand2_1 (76), dfxtp_1 (69) |
| TritonCTS Buffers | 9 |
| Postcts setup bufs | 0 |
| FP Util | 31.0% |
| Initial antenna violation count | 0 |
| Top-area cell type share of the netlist area | 22.6% |
| Final Cycle Share | 76.4% |
| Clk_skew | 0.0139 ns |
| Detail Route Antenna Nets | 0 |
| RSZ-0062 raised after global routing | false |
| Global Route Usage Sum | 16.5% |
| Drt wl/cell | 15.9 um |
| Flops after synth | 98 |
| Rel. slew slack | 48.8% |
| Routed vias/inst | 5.54 |
| Critical path type | flip-flop to flip-flop |
| GPL Wtd Cong | 1.06 |
| Setup TNS | 0 ns |
| Tool Warnings | 28 |
| Top-count cell post-synth | nor2_1 |
| Hold WS | 0.370 ns |
| Peak supply drop | 0.236 mV |
| Cell Area, Synth | 0.00610 mm2 |
| Flop2flop setup slack | 0.83 ns |
| First-pass GRT wire length | 26800 um |
| CP max FO | 22 |
| Detailed placement HPWL | 11400 um |
| Tot Pwr | 3240 uW |
| CP Launch Type | flip-flop |
| Leak | 0.00233 uW |
| Synthesis area per yosys | 0.00610 mm2 |
| TritonRoute pass-1 iters | 5 |
| Core Footprint | 0.0197 mm2 |
| # resized after CTS | 0 |
| 1st-iter DRT viols | 675 |
| Least-Margin Pin Slew | 0.768 ns |
| Synthesized netlist cell count | 769 |
| TritonCTS clock tree | built |
| Cell Area, Placed | 0.00645 mm2 |
==> state kept, by name, indices dropped and copies added, names as in the netlist, 2 cells and up <==
name and count:
l.count 24, kb.state 2, kb.data_o 8, l.d 8
kb.clksr 2, kb.rxdata 8, l.state 5, kb.rxregister 11
kb.rxtimeout 16
==> stage by stage <==
step / utilization (%) / std cells / setup WS (ns)
finish: 34.3 / 1024 / 0.825
global route: 34.3 / 1024 / 0.614
CTS: 34.3 / 1024 / 0.868
detailed placement: 32.7 / 1008 / 0.883
global placement: 32.7 / 1008 / 0.841
floorplan: - / 769 / 1.31
==> worst paths after layout <==
check,start,endpoint,cells after the start
worst max register to register,l.state[0],l.state[2],7
worst max-delay path,l.state[0],l.state[2],7
worst min register to register,kb.clksr[0],kb.clksr[1],0
worst min-delay path,kb.clksr[0],kb.clksr[1],0
==> cells in the final DEF, fill, tap and decap left out, types with 16 or more instances in the layout <==
| cell type | n |
|---|---|
| nand3_1 | 47 |
| nor2b_1 | 22 |
| edfxtp_1 | 29 |
| inv_1 | 18 |
| xor2_1 | 23 |
| dfxtp_1 | 69 |
| nor3_1 | 19 |
| nor2_1 | 99 |
| nand2_1 | 76 |
| o21ai_0 | 33 |
| nand4_1 | 16 |
| a21oi_1 | 41 |
| nand2b_1 | 25 |
==> layer usage <==
layer / global-route usage, % / vias up / share of wire, %
met5: 0 / - / 0
met4: 5.43 / 0 / 3.5
met3: 3.82 / 50 / 8.1
met2: 24.4 / 261 / 43
met1: 24.2 / 2575 / 46
li1: - / 2786 / -
==> area by class of cell <==
type / instances / area (um2)
fill: 1994 / 13000
multi-input combinational: 598 / 3540
sequential: 98 / 2250
tap: 265 / 332
timing repair buffer: 28 / 255
clock buffer: 9 / 225
clock inverter: 7 / 83.8
inverter: 19 / 71.3
==> power by group <==
group	internal, uW	switching, uW
Clock	570	464
Combinational	249	387
Sequential	1370	202
Total	2190	1050
==> worst max-delay path, cell delays in order, from the launching register on <==
cell and delay (ns):
dfxtp_1 0.61, buf_4 0.36, xnor2_2 0.26, or3_1 0.22
a21oi_1 0.07, o21a_1 0.20, or4b_1 0.53, a311o_1 0.32
==> cell families (layout without fill, tap and decap cells) <==
logic type	after synthesis	count (layout)	synth area share, %
buffers and inverters	73	63	5.06
DFF	98	98	36.9
xor gates and xnor gates	32	32	4.71
and+or+nand+nor	386	386	32.9
adders and majority gates	5	5	1.02
AOI/OAI and AO/OA	168	168	18.4
muxes	6	6	1.02
other	1	1	0.0614
Power and IR drop assume default switching activity.
